File: ./run.sh
#!/bin/bash
# OpenROAD 26Q1-2900-gdf79404cd8, Yosys 0.63+post, stock flow scripts
make -C /OpenROAD-flow-scripts/flow DESIGN_CONFIG=/design/flow/config.mk WORK_HOME=/design/flow/orfs finish
File: ./constraint.sdc
current_design Comparator

set clk_period 2.1
set clk_io_pct 0.2

create_clock -name clk0 -period $clk_period

set non_clock_inputs [all_inputs -no_clocks]
set_input_delay [expr $clk_period * $clk_io_pct] -clock clk0 $non_clock_inputs
set_output_delay [expr $clk_period * $clk_io_pct] -clock clk0 [all_outputs]
File: ./config.mk
export PLATFORM = sky130hd
export DESIGN_NAME = Comparator
export DESIGN_NICKNAME = Comparator
export VERILOG_FILES = /design/flow/design.v
export SDC_FILE = /design/flow/constraint.sdc
export NUM_CORES = 4
export LEC_CHECK = 1
export CORE_AREA = 10 10 97 97
export DIE_AREA = 0 0 107 107
File: ./design.v
module Comparator(a,b,l,g,eq);
input [31:0] a;
input [31:0] b;
output l,g,eq;
comp16 f_32(a[15:0], b[15:0],lt0,gt0, equ0);
comp16 s_32(a[31:16], b[31:16],lt1,gt1, equ1);
assign l=(lt0 | lt1) && (~gt1);
assign g=(gt0 | gt1) && (~lt1);
assign eq=equ0 && equ1;
endmodule
module comp16(a,b,l,g,eq);
input [15:0] a;
input [15:0] b;
output l,g,eq;
comp8 f_16(a[7:0], b[7:0],lt0,gt0, equ0);
comp8 s_16(a[15:8], b[15:8],lt1,gt1, equ1);
assign l=(lt0 | lt1) && (~gt1);
assign g=(gt0 | gt1) && (~lt1);
assign eq=equ0 && equ1;
endmodule
module comp_2(a,b,l,g,eq);
input [1:0] a;
input [1:0] b;
output l,g,eq;
assign lt1= (~a[1])&&b[1];
assign lt2= (~a[0]) && (~a[1]) && b[0];
assign lt3= (~a[0])&& b[1] && b[0];
assign l= lt1 | lt2 | lt3;
assign gt1=a[0] && (~b[1]) && (~b[0]);
assign gt2= a[1] && (~b[1]);
assign gt3= a[0] && a[1] && (~b[0]);
assign g= gt1 | gt2 | gt3;
assign e1=a[0]&&b[0];
assign e2=(~a[0])&&(~b[0]);
assign eq1=e1 | e2;
assign e3= a[1] && b[1];
assign e4= (~a[1]) && (~b[1]);
assign eq2= e3 | e4;
assign eq= eq1 && eq2;
endmodule
module comp4(a,b,l,g,eq);
input [3:0] a;
input [3:0] b;
output l,g,eq;
comp_2 f_4(a[1:0], b[1:0],lt0,gt0, equ0);
comp_2 s_4(a[3:2], b[3:2],lt1,gt1, equ1);
assign l=(lt0 | lt1) && (~gt1);
assign g=(gt0 | gt1) && (~lt1);
assign eq=equ0 && equ1;
endmodule
module comp8(a,b,l,g,eq);
input [7:0] a;
input [7:0] b;
output l,g,eq;
comp4 f_8(a[3:0], b[3:0],lt0,gt0, equ0);
comp4 s_8(a[7:4], b[7:4],lt1,gt1, equ1);
assign l=(lt0 | lt1) && (~gt1);
assign g=(gt0 | gt1) && (~lt1);
assign eq=equ0 && equ1;
endmodule
==> results_slide.txt <==
Implementation Results

Placed design
  – IO buf count: 67
  – Gpl congestion: 0.8255
  – Placed insts: 403
  – Detailed placement HPWL: 4.480 mm
  – Placed cell areas: 2471 µm²

Die
  – Die Ht: 107 µm
  – Die area: 11,450 µm²
  – Core region area: 7292 µm²
  – Number of top-level pins: 67
  – FP Core Util: 0.2062
  – Core Rows: 31
  – Chip width: 107 µm

Power
  – Worst IR drop on VDD: 0.07128 mV
  – Cell Pwr Density: 197.6 nW/µm²
  – Total power: 608.4 µW
  – Leak: 0.001470 µW

Yosys
  – Yosys cell count: 214
  – Synth Area per Inst: 7.028 µm²
  – Synthesized instance count: 214
  – Cell Type Count: 30
  – Max-area cell share: 0.2662
  – Yosys stat area: 1504 µm²
  – Cell area leaders: ha_1 27%, nand2b_1 12%, nor2b_1 12%
  – Sequential share of the synthesized area: 0
  – Ys Warns: 36
  – Synth top cell by count: inv_1
  – Post-synth top area cell: ha_1
  – Cell Area, Synth: 1504 µm²
  – Commonest cells post-synth: 34 x inv_1, 32 x ha_1, 30 x nand2b_1

Timing
  – Final Hold Viols: 0
  – Pins Over Slew Limit: 0
  – # setup viols final: 3
  – RSZ-0062 raised after global routing: yes
  – Tcrit/Tclk final: 1.058
  – Minimum clock period: 2.221 ns
  – Max frequency: 0.4502 GHz
  – Hold slack: 1.418 ns
  – Tightest Pin Transition: 0.2320 ns
  – Final setup margin: -0.1214 ns
  – Slew Limit Headroom: 0.8439

Detailed routing
  – Drt pass-1 iters: 4
  – ANT nets after route: 0
  – Diodes inserted: 0
  – DR iter-0 viols: 36
  – Drt wl/cell: 13.02 µm
  – Via/cell ratio: 4.299
  – Vias: 1,767
  – DRC: 0
  – Drt total wl: 5.353 mm

Clocking
  – Hold_buf cts: 0

Min path
  – Worst Hold Class: primary input to output pin
  – Hold Path Sink: eq
  – Hold Startpoint: a[20]
  – WHS Path Cells: 6

Layout
  – Seq_cells: 0
  – Post-route cell area: 3079 µm²
  – Syn-to-layout area delta: 104.7%
  – Fin util: 0.4223
  – Final Instance Count excl. Fillers: 411
  – Clkbuf count: 0
  – Share of cells above drive strength 1: 0.6058
  – Comb gate area: 2064 µm²
  – # fillers: 726
  – Register area: 0 µm²

Critical path
  – Crit path DAT: 1.80 ns
  – Crit path DRT: 1.68 ns
  – Nature of the critical path endpoint: output pin
  – Crit Path Class: primary input to output pin
  – CP startpoint kind: primary input
  – CP Max Fanout: 4

Global route
  – GRT Util Overall: 0.09099
  – GRT overflow: 0
  – Maximum number of pins on one net before global-route repair: 5
  – Vias in the first global route: 1,881
  – Initial antenna violation count: 1
  – First-pass GRT wire length: 8.797 mm

Job
  – OpenROAD warning count: 50
  – Max-cap violation count: 0

Outcome
  – Status: finished with violations
  – Failing checks: setup timing
metrics by stage:
stage	setup TNS, ns	worst slack [ns]
2_1_floorplan	0	0.2753
3_3_place_gp	-2.704	-0.9227
3_5_place_dp	-2.749	-0.9323
4_1_cts	-0.2849	-0.09677
5_1_grt	-0.5831	-0.2030
6_report	-0.3221	-0.1214
power by group:
group / total (µW) / internal [µW] / switching (µW)
clock: 0 / 0 / 0
sequential: 0 / 0 / 0
combinational: 608 / 335 / 274
total: 608 / 335 / 274
timing repair:
action / 4_1_cts / 5_1_grt
cloned: 0 / 0
setup endpoints to repair: 3 / 3
pin swaps: 51 / 15
gates resized: 312 / 43
setup buffers: 4 / 4
logic make-up after synthesis:
| logic type | share of synthesized area |
|---|---|
| simple gates | 0.3411 |
| compound gates | 0.3020 |
| fa+ha+maj | 0.2662 |
| xor+xnor | 0.005825 |
| buf+inv | 0.08486 |
worst max-delay path, cell delays in order:
cell and delay [ns]:
buf_6 0.09, inv_1 0.06, ha_4 0.15, a21o_1 0.17
buf_4 0.13, o21ai_2 0.14, o211ai_1 0.11, a22o_1 0.26
a21boi_2 0.15, buf_2 0.12
layer usage:
layer  GRT usage  up-vias  share of wire
li1            -      936              -
met1      0.1135      797           0.45
met2      0.1637       28           0.49
met3     0.01941        4          0.050
met4    0.003868        2         0.0049
met5           0        -         0.0024
worst max path at each step:
| stage | start | endpoint | slack [ns] | cells after the start |
|---|---|---|---|---|
| after CTS | a[31] | g | -0.1 | 9 |
| after global routing | a[19] | l | -0.20 | 10 |
| final | b[23] | g | -0.12 | 10 |
cell type report:
cell class	instances	area share
Multi-Input combinational cell	180	0.6705
Timing Repair Buffer	98	0.2479
Inverter	34	0.04145
Tap cell	99	0.04023
placed cells by master (no fill, tap or decap), types with 8 or more instances in the layout:
cell / instances
inv_1: 23
buf_6: 12
dlygate4sd2_1: 18
ha_4: 18
a21boi_2: 8
ha_1: 14
buf_2: 25
nor2b_4: 23
nand2b_1: 24
a21oi_2: 17
nand2b_4: 8
buf_4: 26
inv_2: 11
a21o_1: 11
Power and IR drop assume default switching activity.
