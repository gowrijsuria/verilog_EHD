--- design.v ---
module insertion(clk,reset,sorted,in); 
	input clk;
	input reset;
	input[31:0] in; 
	output reg[31:0] sorted;
	integer count=8; 
	reg done=0;
	reg[31:0] in_index=0;
	reg[31:0] out_index=0;
	reg[31:0] sorting[100:0];
	integer i;
	integer j;
	reg[31:0] key;
	reg valid_in=0;
	reg[1:0] state=0;
	always @(negedge reset) begin
		if (reset==0) begin
			done=0;
			in_index=0;
			out_index=0;
		end
	end
	always @(posedge clk) begin
		if(state==0 ) 
		begin
			i=0;
			j=0;
			if(in_index<count)
			begin
				sorting[in_index]=in;
				in_index=in_index+1;
			end
			else begin
				state=1;
			end
		end
		else if(state==1)
		begin
			i=i+1;
			key = sorting[i]; 
			if(i<count)
			begin
				state=2;
				j=i-1;
			end
			else 
			begin
				state=3;
			end
		end
		else if(state==2) 
		begin
			if(sorting[j]>key)
			begin
				sorting[j+1] = sorting[j];
				sorting[j]=key;
			end
			if(j==0)
			begin
					state=1;
			end
			else begin
					state=2;
					j=j-1;
			end
		end
		else if(state==3) 
		begin
			if(out_index<count) 
			begin
				sorted=sorting[out_index];
				out_index=out_index+1;
			end
			else begin
				state=0;
				done=1;
			end
		end
	end
endmodule
--- run.sh ---
#!/bin/bash
# OpenROAD 26Q1-2900-gdf79404cd8, Yosys 0.63+post, stock flow scripts
make -C /OpenROAD-flow-scripts/flow DESIGN_CONFIG=/design/flow/config.mk WORK_HOME=/design/flow/orfs finish
--- config.mk ---
export PLATFORM = sky130hd
export DESIGN_NAME = insertion
export DESIGN_NICKNAME = insertion
export VERILOG_FILES = /design/flow/design.v
export SDC_FILE = /design/flow/constraint.sdc
export NUM_CORES = 4
export LEC_CHECK = 1
export CORE_UTILIZATION = 30
--- constraint.sdc ---
current_design insertion

set clk_period 22.2
set clk_io_pct 0.2

create_clock -name clk0 -period $clk_period [get_ports {clk}]
create_clock -name clk1 -period $clk_period [get_ports {reset}]

set non_clock_inputs [all_inputs -no_clocks]
set_input_delay [expr $clk_period * $clk_io_pct] -clock clk0 $non_clock_inputs
set_output_delay [expr $clk_period * $clk_io_pct] -clock clk0 [all_outputs]
==> impl_metrics.py <==
# Flow results
metrics = {
    "synthesis": {
        "ys_cells": 18033,
        "synthAdderAreaFrac": 0.00293,
        "synthTopLogicFamily": "AND-OR/OR-AND gates",
        "synth_seq_share": 0.559,
        "async_flop_share": 0,
        "ys_sh_xor": 0.00347,
        "netlist_instances": 18033,
        "synthFlopType": "edfxtp_1",
        "synth.cell_area_sq_um": 179000,
        "ys_area_sq_um": 179000,
        "netlist_top_cells_area": "edfxtp_1 (55%), o21ai_0 (9.1%), nand2_1 (7.8%)",
        "synth-simple-area-share": 0.127,
        "synth-edff-count": 3298,
        "avgSynthCellArea_sq_um": 9.95,
        "synth_top_area_share": 0.552,
        "synth_warnings": 130,
        "synth.area.mux_share": 0.00365,
        "ys_ff": 3362,
        "largest_area_cell": "edfxtp_1",
        "synthAoiAreaFrac": 0.251,
        "synth_cell_types": 99,
    },
    "clock_tree": {
        "htreeDepth": 5,
        "cts_resized": 0,
        "cts_max_path_buffers": 4,
        "cts_buffers": 422,
        "postCtsSetupBuffers": 0,
        "cts-root-buf": "clkbuf_16",
        "clock_sinks": 3362,
        "hold_buffers": 0,
    },
    "place": {
        "gp_congestion": 1.29,
        "numPortBuffers": 64,
        "place_area_sq_um": 199000,
        "place_inst": 25510,
        "hpwl_microns": 1670000,
    },
    "grt": {
        "grtUsageTotal": 0.853,
        "grt_max_degree": 102,
        "grt_pass1_vias": 229247,
        "grt_pass1_wl_microns": 3090000,
        "grt-ovfl-total": 88,
    },
    "floorplan": {
        "num_io_pins": 66,
        "fp_util": 0.302,
        "die_y_microns": 775,
        "rows": 283,
        "dieWidth_microns": 775,
    },
    "status": {
        "error": "[ERROR GRT-0116] Global routing finished with congestion. Check the congestion regions in the DRC Viewer.",
        "status": "stopped before the end",
        "lastStage": "global routing (5_1_grt)",
    },
}
logic make-up after synthesis:
kind of cell / after synthesis
xor gates and xnor gates: 71
muxes: 60
and+or+nand+nor: 5284
adders and majority gates: 42
DFF: 3362
AOI/OAI and AO/OA: 6916
buffers and inverters: 2298
cell usage after synthesis, types with 13 or more instances:
cell type  number
a221oi_1      452
xnor2_1        44
or3_1          27
or4_1          40
o211ai_1       21
nand2b_1       19
mux2i_1        26
and2_0         13
a31oi_1        48
and3_1         28
o21ai_1        49
xor2_1         27
a22o_1        493
nor2_1        335
nand3b_1       14
a22oi_1      1783
ha_1           42
clkbuf_1     1454
nand2_1      3745
a211oi_1       29
o22ai_1       105
nand4_1       325
nor4_1        160
inv_1          58
a41oi_2        26
o21ai_0      3279
a21oi_1       228
mux2_2         33
and4_1         18
and2_1         48
buf_2         377
nand3_1       265
a2111oi_0      19
a21o_1         13
nor3_1        110
edfxtp_1     3298
nor2b_1        41
buf_4          65
a222oi_1      233
buf_1         332
dfxtp_1        64
o2111ai_1      15
nor2_4         20
a221o_1        18
metrics by stage:
stage,setup slack [ps],hold slack [ps]
floorplan,14180,445
global placement,9310,442
detailed placement,9340,446
CTS,9280,468
metal layers:
metal,GRT overflow,GRT usage
met1,9,0.860
met2,28,0.921
met3,28,0.821
met4,21,0.774
met5,2,0.716
