$ cat flow/config.mk
export PLATFORM = sky130hd
export DESIGN_NAME = ripple
export DESIGN_NICKNAME = ripple
export VERILOG_FILES = /design/flow/design.v
export SDC_FILE = /design/flow/constraint.sdc
export NUM_CORES = 4
export LEC_CHECK = 1
export CORE_AREA = 10 10 70 70
export DIE_AREA = 0 0 80 80
$ cat flow/constraint.sdc
current_design ripple

set clk_period 3.8
set clk_io_pct 0.2

create_clock -name clk0 -period $clk_period

set non_clock_inputs [all_inputs -no_clocks]
set_input_delay [expr $clk_period * $clk_io_pct] -clock clk0 $non_clock_inputs
set_output_delay [expr $clk_period * $clk_io_pct] -clock clk0 [all_outputs]
$ cat flow/design.v
module halfadder(in1,in2,sum,carry);
	input in1,in2;
	output sum,carry;
	assign sum = in1 ^ in2;
	assign carry = in1 & in2;
endmodule
module fulladder(a,b,c_in,sum,c_out);
	input a,b,c_in;
	output sum,c_out;
	halfadder h1(a,b,sum1,c_1);
	halfadder h2(sum1,c_in,sum,c_2);
	assign c_out = c_1 | c_2; 
endmodule
module ripple(a,b,c_in,carry,sum);
	input[3:0] a,b;
	input c_in;
	output[3:0] sum;
	wire carr_1,carr_2,carr_3;
	output carry;
	fulladder f1(a[0],b[0],c_in,sum[0],carr_1);
	fulladder f2(a[1],b[1],carr_1,sum[1],carr_2);
	fulladder f3(a[2],b[2],carr_2,sum[2],carr_3);
	fulladder f4(a[3],b[3],carr_3,sum[3],carry);
endmodule
$ cat flow/run.sh
#!/bin/bash
# OpenROAD 26Q1-2900-gdf79404cd8, Yosys 0.63+post, stock flow scripts
make -C /OpenROAD-flow-scripts/flow DESIGN_CONFIG=/design/flow/config.mk WORK_HOME=/design/flow/orfs finish
==> qor.tcl <==
set qor(cp_common_cell) {sky130_fd_sc_hd__fa_2}
set qor(yosys.cell_count.top_type) {sky130_fd_sc_hd__inv_1}
set qor(ys_seq_share) 0
set qor(worst_setup_path_start_kind) {primary input}
set qor(drc_errors) 0
set qor(clock_power_share) 0
set qor(post-synth-top-area-fraction) 0.542
set qor(yosys-stat-area_um2) 148
set qor(common_cells) {sky130_fd_sc_hd__inv_1 (10), sky130_fd_sc_hd__buf_4 (4), sky130_fd_sc_hd__fa_1 (4)}
set qor(ys_cells) 18
set qor(post_route_cells_drive_above_1_share) 0.286
set qor(cp.required_ns) 3.04
set qor(globalplace.congestion) 0.793
set qor(drt_first_pass_iters) 1
set qor(synth.avg_cell_area_um2) 8.20
set qor(report.final.setup_viol) 0
set qor(setup_repair_after_global_routing_missed_its_margin) {no}
set qor(hold_start) {c_in}
set qor(swShare) 0.300
set qor(leakage_nw) 0.140
set qor(numPlacedInstances) 74
set qor(pwr-share-seq) 0
set qor(power.switching_w) 0.0000114
set qor(worst_setup_margin_ns) 0.122
set qor(antenna_violations_before_repair) 0
set qor(violation_count_after_the_first_detailed_routing_iteration) 0
set qor(fp.dieArea_mm2) 0.00640
set qor(critical_path.cell_chain) {clkdlybuf4s50_1 > inv_1 > fa_2 > inv_2 > fa_2 > fa_2 > inv_2 > fa_2 > inv_1 > clkdlybuf4s50_1}
set qor(holdBufCountCts) 0
set qor(syn_area_um2) 148
set qor(netlist_top_cells_area) {sky130_fd_sc_hd__fa_1 (54%), sky130_fd_sc_hd__inv_1 (25%), sky130_fd_sc_hd__buf_4 (20%)}
set qor(totalWireLength_um) 406
set qor(critical-path-top-delay-family) {buffers and inverters}
set qor(netlist_instances) 18
set qor(final-max-slew-violation-count) 0
set qor(n_sequential_cell) 0
set qor(worst_pin_slew_ns) 0.0994
set qor(min-delay-path-class) {primary input to primary output}
set qor(min_period_over_period) 0.968
set qor(critPathArrivalTime_ns) 2.92
set qor(setup.worst_path.end_class) {primary output}
set qor(synth_warnings) 3
set qor(hold_viol_final) 0
set qor(power-per-cell-area_mw_per_mm2) 116
set qor(finish.cell_count_without_fillers) 74
set qor(stage_log_warnings) 32
set qor(first_global_vias) 136
set qor(hpwlAfterDp_um) 404
set qor(final.min_clock_period_ns) 3.68
set qor(drt-vias-per-instance) 1.70
set qor(run_status) {completed}
set qor(total_of_max_cap_violations) 0
set qor(rows) 21
set qor(core_area_mm2) 0.00342
set qor(globalRouteOverflowTotal) 0
set qor(globalRouteTotalUtil) 0.0118
set qor(sequential_cell_area_um2) 0
set qor(worstPathBufferInverterCount) 6
set qor(critPathKind) {primary input to primary output}
set qor(critPathSlowestCell) {sky130_fd_sc_hd__clkdlybuf4s50_1}
set qor(max-slew-margin-rel) 0.934
set qor(avgRoutedWirePerCell_um) 5.49
set qor(detailroute.via_count) 126
set qor(ios) 14
set qor(yosys.area.top_type) {sky130_fd_sc_hd__fa_1}
set qor(antenna_left) 0
set qor(intPower_w) 0.0000266
set qor(layout-area-overhead-vs-synth_pct) 121
set qor(cp_slowest_stage_delay_ns) 0.46
set qor(clkbuf_count) 0
set qor(vdd_drop_max_mv) 0.0256
set qor(min_to) {sum[0]}
set qor(count_of_antenna_diodes_in_the_layout) 0
set qor(min_path_cells) 5
set qor(die_w_um) 80
set qor(grt_first_pass_wirelength_um) 593
set qor(worst-path-max-fanout) 1
set qor(port_buffers) 14
set qor(place_ws_ns) -0.198
set qor(max_clock_freq_ghz) 0.272
set qor(floorplan.core_util) 0.0432
set qor(synth_cell_types) 3
set qor(grt_start_max_net_pins) 2
set qor(floorplan.die.height_um) 80
set qor(power.share.combinational) 1.000
==> power by group through the flow <==
stage     clock [W]  combinational (W)  sequential (W)
4_1_cts           0          0.0000394               0
5_1_grt           0          0.0000437               0
6_report          0          0.0000380               0
==> tightest hold or removal path: stages <==
cell and delay, ns:
sky130_fd_sc_hd__dlymetal6s2s_1 0.13, sky130_fd_sc_hd__inv_2 0.06, sky130_fd_sc_hd__fa_2 0.19, sky130_fd_sc_hd__inv_1 0.04, sky130_fd_sc_hd__clkdlybuf4s50_1 0.39
==> worst max path at each step <==
stage / startpoint / to / slack (ns) / depth (start not counted)
6_report: b[0] / carry / 0.12 / 10
5_1_grt: b[0] / carry / 0.009 / 10
4_1_cts: a[0] / carry / 0.002 / 10
==> through the flow <==
step | TNS, ns | util | hold slack (ns) | total power, W | area, um2
finish | 0 | 0.0956 | 2.32 | 0.0000380 | 327
global route | 0 | 0.0956 | 2.35 | 0.0000437 | 327
CTS | 0 | 0.0941 | 2.42 | 0.0000394 | 322
detailed placement | -0.203 | 0.0923 | 2.57 | 0.0000388 | 315
global placement | -0.199 | 0.0923 | 2.56 | 0.0000384 | 315
floorplan | 0 | - | 1.74 | 0.0000181 | 148
==> repair_timing <==
action	4_1_cts	5_1_grt
gates resized	7	3
setup buffers	0	0
setup endpoints to repair	2	2
pin swaps	2	3
==> cell usage in the layout, fill, tap and decap left out <==
| master | n |
|---|---|
| sky130_fd_sc_hd__inv_1 | 6 |
| sky130_fd_sc_hd__dlymetal6s2s_1 | 1 |
| sky130_fd_sc_hd__fa_2 | 4 |
| sky130_fd_sc_hd__inv_2 | 4 |
| sky130_fd_sc_hd__dlygate4sd2_1 | 1 |
| sky130_fd_sc_hd__clkdlybuf4s50_1 | 12 |
==> layout make-up <==
| class | count | area (um2) |
|---|---|---|
| Fill cell | 404 | 3090 |
| Timing Repair Buffer | 14 | 141 |
| Multi-Input combinational cell | 4 | 90.1 |
| Tap cell | 46 | 57.6 |
| Inverter | 10 | 37.5 |
==> kinds of logic (layout without fill, tap and decap cells) <==
family | after synthesis | in the layout | synth area share
buffers and inverters | 14 | 24 | 0.458
adder cells (fa/ha/maj) | 4 | 4 | 0.542
==> layer usage <==
metal	routed length, um	vias up	track usage
met1	243	52	0.0193
met2	66	14	0.0104
met3	96	0	0.0102
met4	0	0	0
li1	-	60	-
met5	0	-	0
Power figures rest on the tool's default switching activity, not on a simulated workload.
